$ cat design/flow/design.v
package otter;
typedef enum logic [1:0] {
    PCSEL_PC_PLUS4 = 2'b00,
    PCSEL_JALR     = 2'b01,
    PCSEL_BRANCH   = 2'b10,
    PCSEL_JAL      = 2'b11
} pcSel_t;
typedef enum logic [1:0] {
    RFWR_PC_PLUS4  = 2'b00,
    RFWR_CSR_REG   = 2'b01,
    RFWR_MEM_IN    = 2'b10,
    RFWR_ALU_RES   = 2'b11
} rfWrSel_t;
typedef enum logic [6:0] {
    OPCODE_LUI    = 7'b0110111,
    OPCODE_AUIPC  = 7'b0010111,
    OPCODE_JAL    = 7'b1101111,
    OPCODE_JALR   = 7'b1100111,
    OPCODE_BRANCH = 7'b1100011,
    OPCODE_LOAD   = 7'b0000011,
    OPCODE_STORE  = 7'b0100011,
    OPCODE_OP_IMM = 7'b0010011,
    OPCODE_OP_REG = 7'b0110011
} opcode_t;
typedef enum logic [2:0] {
    FUNC3_BEQ = 3'b000,
    FUNC3_BNE = 3'b001,
    FUNC3_BLT = 3'b100,
    FUNC3_BGE = 3'b101,
    FUNC3_BLTU = 3'b110,
    FUNC3_BGEU = 3'b111
} func3_t;
typedef enum logic [6:0] {
    FUNC7_DEFAULT = 7'b0000000,
    FUNC7_SUB_SRA = 7'b0100000
} func7_t;
typedef enum logic {
    SEL_RS1     = 1'b0,
    SEL_UTYPE   = 1'b1
} muxSrcASel_t;
typedef enum logic [1:0] {
    SEL_RS2     = 2'b00,
    SEL_ITYPE   = 2'b01,
    SEL_STYPE   = 2'b10,
    SEL_PC      = 2'b11
} muxSrcBSel_t;
typedef enum logic [3:0] {
    ADD = 4'b0000,
    SLL = 4'b0001,
    SLT = 4'b0010,
    SLTU = 4'b0011,
    XOR = 4'b0100,
    SRL = 4'b0101,
    OR = 4'b0110,
    AND = 4'b0111,
    SUB = 4'b1000,
    LUI = 4'b1001,
    SRA = 4'b1101
} aluFunc_t;
typedef logic [31:0] word_t ;
endpackage : otter
interface control_if(input logic clk, rst);
    import otter::*;
    logic br_eq; 
    logic br_lt; 
    logic br_ltu;
    opcode_t opcode;
    func3_t func3;
    func7_t func7;         
    pcSel_t pc_sel;
    muxSrcASel_t alu_srcA;
    muxSrcBSel_t alu_srcB; 
    rfWrSel_t rf_wr_sel;
    aluFunc_t alu_fun;
    logic reset;
    logic pc_we;
    logic rf_we;
    logic mem_we;
    logic mem_re1;
    logic mem_re2;
    modport decoder (
        input br_eq, br_lt, br_ltu, opcode, func7, func3,
        output pc_sel, alu_srcA, alu_srcB, rf_wr_sel, alu_fun
    );
    modport fsm (
        input clk, rst, opcode,
        output reset, pc_we, rf_we, mem_we, mem_re1, mem_re2
    );
endinterface
`timescale 1ns / 1ps
module CSR(
    input CLK,
    input RST,
    input MRET_EXEC,         
    input INT_TAKEN,         
    input [11:0] ADDR,       
    input [31:0] PC,         
    input [31:0] WD,         
    input WR_EN,             
    output logic [31:0] RD,               
    output logic [31:0] CSR_MEPC=0,       
    output logic [31:0] CSR_MTVEC=0,      
    output logic CSR_MSTATUS_MIE      
    ); 
    logic [31:0] CSR_MSTATUS; 
    typedef enum logic [11:0] {       
        MSTATUS   = 12'h300,
        MTVEC     = 12'h305,
        MEPC      = 12'h341
    } csr_t;
    localparam MIE  = 3;     
    localparam MPIE = 7;     
    always_ff @ (posedge CLK)
    begin
		if (RST) begin
            CSR_MTVEC   <= 32'd0;
            CSR_MEPC    <= 32'd0;
            CSR_MSTATUS <= 32'd0;           
      end
	   if (WR_EN)
         case(ADDR)
            MSTATUS: CSR_MSTATUS <= WD;   
            MTVEC:   CSR_MTVEC   <= WD;   
            MEPC:    CSR_MEPC    <= WD;   
         endcase
		if(INT_TAKEN)
         begin
            CSR_MEPC <= PC;                         
		        CSR_MSTATUS[MPIE] <= CSR_MSTATUS[MIE];  
            CSR_MSTATUS[MIE] <= 1'b0;               
         end     
		if(MRET_EXEC)
            begin
		        CSR_MSTATUS[MIE] <= CSR_MSTATUS[MPIE];   
            end
    end
   assign CSR_MSTATUS_MIE = CSR_MSTATUS[MIE]; 
	always_comb
        case(ADDR)
            MTVEC:   RD = CSR_MTVEC;
            MEPC:    RD = CSR_MEPC;
            MSTATUS: RD = CSR_MSTATUS;            
            default: RD = 32'd0;
        endcase
endmodule
$ cat design/flow/run.sh
#!/bin/bash
# OpenROAD 26Q1-2900-gdf79404cd8, Yosys 0.63+post, stock flow scripts
make -C /OpenROAD-flow-scripts/flow DESIGN_CONFIG=/design/flow/config.mk WORK_HOME=/design/flow/orfs finish
$ cat design/flow/config.mk
export PLATFORM = sky130hd
export DESIGN_NAME = CSR
export DESIGN_NICKNAME = CSR
export VERILOG_FILES = /design/flow/design.v
export SDC_FILE = /design/flow/constraint.sdc
export NUM_CORES = 4
export LEC_CHECK = 1
export CORE_UTILIZATION = 40
export SYNTH_HDL_FRONTEND = slang
$ cat design/flow/constraint.sdc
current_design CSR

set clk_period 5.3
set clk_io_pct 0.2

create_clock -name clk0 -period $clk_period [get_ports {CLK}]

set non_clock_inputs [all_inputs -no_clocks]
set_input_delay [expr $clk_period * $clk_io_pct] -clock clk0 $non_clock_inputs
set_output_delay [expr $clk_period * $clk_io_pct] -clock clk0 [all_outputs]
==> results.txt <==
Notes on the physical design

The run finished with clean final reports. Per the cell usage report, the commonest logic cell in the layout is sky130_fd_sc_hd__clkdlybuf4s50_1. In the layout the commonest cells are sky130_fd_sc_hd__clkdlybuf4s50_1 (175), sky130_fd_sc_hd__dfxtp_1 (96), sky130_fd_sc_hd__nand2b_1 (64), sky130_fd_sc_hd__nand2_1 (63), sky130_fd_sc_hd__o21ai_0 (61). The nature of the critical path endpoint is an output pin.

The count of standard-cell rows is 38. The post-synth count of flops with an enable pin is 0. Routability-driven placement finished with a final weighted congestion of 0.770.

The measured slew at the worst slew-check pin is 0.850 ns. The post-layout minimum cycle time is 4.76 ns. The number of instances resized during post-cts repair is 0. The commonest register cell is sky130_fd_sc_hd__dfxtp_1. The first-pass GRT wire length is 20.1 mm.

The worst setup path is launched from a primary input. For this run, the share of the core covered by cells in the final layout is 60.6%. The data arrival time of the critical path is 3.70 ns. The tally of nets with antenna violations remaining after routing is 0.

In the final layout, the share of cells above drive strength 1 is 4.98%. The placeable core region is 0.0109 mm2. For this run the aggregate overflow at the end of global routing stands at 0. The total global-route track usage is approximately 22%. The cell area after synthesis is 0.00451 mm2. The power density normalized to cell area is 239 mW/mm2.

Summed over all nets, the switching power comes to roughly 330 uW. In this run the tightest slew margin relative to its limit is 43.3%. The clock tree from TritonCTS is done. The path type of the worst min-delay path is reg -> reg. The total CTS buffers is 9. 178 I/O pins were placed.

Clock latency on the worst-skew pair, taken at its later pin, is roughly 0.34 ns. In this run the deepest clock path goes through 2 buffers. The die is about 110 um wide. The wire length per cell is 15.9 um. Yosys reports a chip area of between 0.004 and 0.005 mm2. Looking at the post-CTS report, the setup buffer insertion count equals 0.

The number of antenna violations at the first check in global routing is 0. The clock transition at the registers of the reported paths is 0.06 ns. CTS placed an instance of sky130_fd_sc_hd__clkbuf_16 at the clock tree root.

Setup repair after global routing left no endpoint under its margin. In this run the static leakage power is 2.46 nW. The detailed-route vias per instance is 5.38. The count of hold-fix buffers inserted at cts is 0. Summed over all layers, the routed wires come to between 10 and 15 mm. For this run, design rule violations remaining after detail routing come to 0.

The worst-case setup margin in the final layout is approximately 0.54 ns. For the final database, setup skew stands at 0.0000771 ns. Entering global routing, the biggest net connects 97 pins. The worst slack at placement is 0.529 ns. The routed design ends up with an antenna cell count of 0. The number of instances in the synthesized netlist is 513. The total number of vias is roughly 4.3k. The clock network power share is 41.6%.

The synth_stat.txt file lists the number of cells as 513. OpenROAD reports that the post-layout worst path occupies 89.8% of the period. The number of warnings reported in the yosys synthesis log is 0.

The final hold violation count is 0. As logged by OpenROAD, the buffers inserted on ports number 177. CTS built an H-tree with a depth of 3. The worst endpoint required time is 4.24 ns. The vertical die dimension is 108 um.

The logs give a warning total of 26. For reference, the most critical setup path is categorized as in -> out. The count of unique library cells instantiated by Yosys is 21. The share of the yosys chip area belonging to registers is 42.6%. The summed negative setup slack over all endpoints is 0 ns. The layout has 951 filler cells. The sequential group share of total power is 47.7%. The number of sinks driven by the clock tree is 96. IR analysis of the VDD net gives a maximum drop of between 0.00015 and 0.0002 V. The mean instance size in the synthesized netlist is slightly below 9 um2. The post-synth register bit count is between 90 and 100.

The via count of the first global-routing pass is 4003. The final number of max-transition violations is 0. Note, the detailed placer reported a final HPWL of roughly 7.9 mm. The overall die area is 0.0117 mm2. The highest achievable clock rate is 0.210 GHz.

The share of power burned in combinational logic is a little over a tenth. The first detailed-routing pass took 5 iterations. The biggest fanout along the worst timing path is 32. The share of flip-flops with an asynchronous set or reset is 0%. Switching power as a fraction of the total was reported as between 20% and 30%. The final tally of setup violations is 0.

Across the run, the number of max-cap violations was 0. The synthesis-to-layout area growth is 46.7%. The number of DRC violations after detailed-routing iteration 0 is 382.

The internal cell power is 1.25 mW. The floorplan step records an initial core utilization of about 41%.
[per-layer routing]
metal  share of wire, %  wire length (um)  global-route usage [%]  up-vias
li1                   -                 -                       -     2141
met1                 46              5930                    32.8     2044
met2                 46              5830                    35.3      130
met3                7.1               912                    5.28        7
met4               0.80               102                    1.86        0
met5                  0                 0                       0        -
[layout make-up]
class / instances / area (um2) / area share (%)
repair buffers: 185 / 1820 / 27.5
flip-flops and latches: 96 / 1920 / 29.0
inverters: 32 / 120 / 1.81
clock buffers: 13 / 260 / 3.93
multi-input cells: 334 / 2280 / 34.5
clock inverters: 3 / 40.0 / 0.605
well taps: 140 / 175 / 2.65
[stage by stage]
stage	instance area, um2	power [mW]	std cells	hold slack, ns
after floorplan	4510	0.827	513	0.442
after global placement	6320	0.938	787	0.461
after detailed placement	6320	0.939	787	0.466
after CTS	6620	1.60	803	0.479
after global routing	6620	1.65	803	0.496
final	6620	1.58	803	0.475
[power by group through the flow]
stage / Sequential, mW / Clock, mW / Combinational (mW)
CTS: 0.754 / 0.674 / 0.171
global route: 0.756 / 0.709 / 0.183
finish: 0.754 / 0.657 / 0.169
[synth_stat cells (2+ instances only)]
cell type	instances	share of area, %
sky130_fd_sc_hd__a221o_1	34	7.5
sky130_fd_sc_hd__a222oi_1	32	7.1
sky130_fd_sc_hd__buf_2	17	1.9
sky130_fd_sc_hd__clkbuf_1	34	2.8
sky130_fd_sc_hd__dfxtp_1	96	43
sky130_fd_sc_hd__inv_1	32	2.7
sky130_fd_sc_hd__nand2_1	63	5.2
sky130_fd_sc_hd__nand2b_1	64	8.9
sky130_fd_sc_hd__nor2b_1	32	4.4
sky130_fd_sc_hd__nor4_1	2	0.28
sky130_fd_sc_hd__nor4_2	2	0.55
sky130_fd_sc_hd__nor4_4	3	1.4
sky130_fd_sc_hd__nor4b_1	33	6.4
sky130_fd_sc_hd__o21ai_0	61	6.8
sky130_fd_sc_hd__or2_2	2	0.28
[kinds of logic (layout without fill, tap and decap cells)]
group | after synthesis | in the layout | synth area share, %
AND/OR/NAND/NOR | 206 | 206 | 28.5
buffers and inverters | 83 | 233 | 7.37
flip-flops | 96 | 96 | 42.6
AND-OR/OR-AND | 128 | 128 | 21.5
[flip-flops by register name (all words and copies together), names as in the netlist]
| register | flops |
|---|---|
| CSR_MTVEC | 32 |
| CSR_MEPC | 32 |
| CSR_MSTATUS | 32 |
[critical path: stages]
cell	delay, ns
sky130_fd_sc_hd__clkdlybuf4s50_1	0.41
sky130_fd_sc_hd__or4_1	0.72
sky130_fd_sc_hd__nor4_4	0.32
sky130_fd_sc_hd__buf_4	0.42
sky130_fd_sc_hd__a222oi_1	0.18
sky130_fd_sc_hd__inv_1	0.10
sky130_fd_sc_hd__clkdlybuf4s50_1	0.47
[path summary, 6_finish.rpt]
| path | cells after the start | from | slack (ns) | end |
|---|---|---|---|---|
| worst min register to register | 2 | CSR_MSTATUS[19] | 0.48 | CSR_MSTATUS[19] |
| worst max register to register | 2 | CSR_MEPC[23] | 4.41 | CSR_MEPC[23] |
| worst min-delay path | 2 | CSR_MSTATUS[19] | 0.48 | CSR_MSTATUS[19] |
| worst max-delay path | 7 | ADDR[5] | 0.54 | RD[16] |
Power is estimated from default activity; no workload was simulated.
