==> constraint.sdc <==
current_design univ_sseg

set clk_period 20.1
set clk_io_pct 0.2

create_clock -name clk0 -period $clk_period [get_ports {clk}]

set non_clock_inputs [all_inputs -no_clocks]
set_input_delay [expr $clk_period * $clk_io_pct] -clock clk0 $non_clock_inputs
set_output_delay [expr $clk_period * $clk_io_pct] -clock clk0 [all_outputs]
==> run.sh <==
#!/bin/bash
# OpenROAD 26Q1-2900-gdf79404cd8, Yosys 0.63+post, stock flow scripts
make -C /OpenROAD-flow-scripts/flow DESIGN_CONFIG=/design/flow/config.mk WORK_HOME=/design/flow/orfs finish
==> design.v <==
package otter;
typedef enum logic [1:0] {
    PCSEL_PC_PLUS4 = 2'b00,
    PCSEL_JALR     = 2'b01,
    PCSEL_BRANCH   = 2'b10,
    PCSEL_JAL      = 2'b11
} pcSel_t;
typedef enum logic [1:0] {
    RFWR_PC_PLUS4  = 2'b00,
    RFWR_CSR_REG   = 2'b01,
    RFWR_MEM_IN    = 2'b10,
    RFWR_ALU_RES   = 2'b11
} rfWrSel_t;
typedef enum logic [6:0] {
    OPCODE_LUI    = 7'b0110111,
    OPCODE_AUIPC  = 7'b0010111,
    OPCODE_JAL    = 7'b1101111,
    OPCODE_JALR   = 7'b1100111,
    OPCODE_BRANCH = 7'b1100011,
    OPCODE_LOAD   = 7'b0000011,
    OPCODE_STORE  = 7'b0100011,
    OPCODE_OP_IMM = 7'b0010011,
    OPCODE_OP_REG = 7'b0110011
} opcode_t;
typedef enum logic [2:0] {
    FUNC3_BEQ = 3'b000,
    FUNC3_BNE = 3'b001,
    FUNC3_BLT = 3'b100,
    FUNC3_BGE = 3'b101,
    FUNC3_BLTU = 3'b110,
    FUNC3_BGEU = 3'b111
} func3_t;
typedef enum logic [6:0] {
    FUNC7_DEFAULT = 7'b0000000,
    FUNC7_SUB_SRA = 7'b0100000
} func7_t;
typedef enum logic {
    SEL_RS1     = 1'b0,
    SEL_UTYPE   = 1'b1
} muxSrcASel_t;
typedef enum logic [1:0] {
    SEL_RS2     = 2'b00,
    SEL_ITYPE   = 2'b01,
    SEL_STYPE   = 2'b10,
    SEL_PC      = 2'b11
} muxSrcBSel_t;
typedef enum logic [3:0] {
    ADD = 4'b0000,
    SLL = 4'b0001,
    SLT = 4'b0010,
    SLTU = 4'b0011,
    XOR = 4'b0100,
    SRL = 4'b0101,
    OR = 4'b0110,
    AND = 4'b0111,
    SUB = 4'b1000,
    LUI = 4'b1001,
    SRA = 4'b1101
} aluFunc_t;
typedef logic [31:0] word_t ;
endpackage : otter
interface control_if(input logic clk, rst);
    import otter::*;
    logic br_eq; 
    logic br_lt; 
    logic br_ltu;
    opcode_t opcode;
    func3_t func3;
    func7_t func7;         
    pcSel_t pc_sel;
    muxSrcASel_t alu_srcA;
    muxSrcBSel_t alu_srcB; 
    rfWrSel_t rf_wr_sel;
    aluFunc_t alu_fun;
    logic reset;
    logic pc_we;
    logic rf_we;
    logic mem_we;
    logic mem_re1;
    logic mem_re2;
    modport decoder (
        input br_eq, br_lt, br_ltu, opcode, func7, func3,
        output pc_sel, alu_srcA, alu_srcB, rf_wr_sel, alu_fun
    );
    modport fsm (
        input clk, rst, opcode,
        output reset, pc_we, rf_we, mem_we, mem_re1, mem_re2
    );
endinterface
`timescale 1ns / 1ps
module univ_sseg(
    input [13:0] cnt1,
    input [6:0] cnt2,
    input valid,
    input dp_en,
    input [1:0] dp_sel,
    input [1:0] mod_sel,
    input sign,
    input clk,
    output reg [7:0] ssegs,
    output reg [3:0] disp_en
    ); 
    wire [3:0] c1_d3;   
    wire [3:0] c1_d2; 
    wire [3:0] c1_d1; 
    wire [3:0] c1_d0; 
    wire [3:0] c2_d1;    
    wire [3:0] c2_d0; 
    reg [3:0] A_1000_digit;  
    reg [3:0] B_100_digit; 
    reg [3:0] C_10_digit; 
    reg [3:0] D_1_digit; 
    reg [3:0] final_BCD; 
    reg [1:0] m_cnt;         
    reg [7:0] seg_val;       
    cnt_convert_14b CC_14(cnt1, mod_sel, c1_d3, c1_d2, c1_d1, c1_d0); 
    cnt_convert_7b CC_7(cnt2, c2_d1, c2_d0); 
    clk_divder CLK_DIV (clk,sclk); 
    always @ (sign,mod_sel,c1_d1,c1_d3)
    begin
       case ({sign,mod_sel})
          0: A_1000_digit = 'hF;
          1: A_1000_digit = c1_d1; 
          2: A_1000_digit = c1_d3;
          3: A_1000_digit = 0;
          4: A_1000_digit = 'hA;   
          5: A_1000_digit = c1_d1; 
          6: A_1000_digit = c1_d3;
          7: A_1000_digit = 0;
          default A_1000_digit = 'hA; 
       endcase 
    end 
    always @ (mod_sel,c1_d2,c1_d0)
    begin
       case (mod_sel)
          0: B_100_digit = c1_d2; 
          1: B_100_digit = c1_d0; 
          2: B_100_digit = c1_d2;
          3: B_100_digit = 0;
          default B_100_digit = 0; 
       endcase 
    end 
    always @ (mod_sel,c1_d1,c2_d1)
    begin
       case (mod_sel)
          0: C_10_digit = c1_d1; 
          1: C_10_digit = c2_d1; 
          2: C_10_digit = c1_d1;
          3: C_10_digit = 0;
          default C_10_digit = 0; 
       endcase 
    end 
    always @ (mod_sel,c1_d0,c2_d0)
    begin
       case (mod_sel)
          0: D_1_digit = c1_d0; 
          1: D_1_digit = c2_d0; 
          2: D_1_digit = c1_d0;
          3: D_1_digit = 0;
          default D_1_digit = 0; 
       endcase 
    end 
    always @ (m_cnt, A_1000_digit, B_100_digit, C_10_digit, D_1_digit)
    begin
       case (m_cnt)
          3: final_BCD = D_1_digit; 
          2: final_BCD = C_10_digit; 
          1: final_BCD = B_100_digit;
          0: final_BCD = A_1000_digit;
          default final_BCD = 0; 
       endcase 
    end 
    always @ (m_cnt)
    begin
       case (m_cnt)
          0: disp_en = 4'b1110;  
          1: disp_en = 4'b1101; 
          2: disp_en = 4'b1011;
          3: disp_en = 4'b0111;
          default disp_en = 0; 
       endcase 
    end 
    always @ (final_BCD)
    begin
       case (final_BCD)
          0: seg_val  = 'h03;   
          1: seg_val  = 'h9F;   
          2: seg_val  = 'h25;   
          3: seg_val  = 'h0D;
          4: seg_val  = 'h99;  
          5: seg_val  = 'h49;  
          6: seg_val  = 'h41;  
          7: seg_val  = 'h1F;  
          8: seg_val  = 'h01;  
          9: seg_val  = 'h09;  
          10: seg_val = 'hFD;    
          15: seg_val = 'hFF;    
          default seg_val = 0; 
       endcase 
    end 
    always @ (dp_sel, m_cnt, dp_en, seg_val, valid)
    begin
       if (valid == 0)      
          ssegs = 'hFD; 
       else 
          begin
          if (dp_sel == m_cnt)
             ssegs = {seg_val[7:1],~dp_en}; 
          else 
             ssegs = seg_val;
          end          
    end
    always @ (posedge sclk)
    begin 
       m_cnt <= m_cnt + 1'b1;
    end 
endmodule
module clk_divder(clockin, clockout); 
    input clockin; 
    output wire clockout; 
    parameter n = 13; 
    reg [n:0] count; 
    always@(posedge clockin) 
    begin 
        count <= count + 1; 
    end 
    assign clockout = count[n]; 
endmodule 
module cnt_convert_14b(
    input [13:0] cnt,
    input [1:0] sel,
    output reg [3:0] c1_d3,
    output reg [3:0] c1_d2,
    output reg [3:0] c1_d1,
    output reg [3:0] c1_d0
    );
    reg [13:0] cnt_new;       
    reg [13:0] cnt_new_w;     
    reg [3:0] d3;      
    reg [3:0] d2;      
    reg [3:0] d1;      
    reg [3:0] d0;      
    always @ (cnt,sel)
       case(sel)
          0: cnt_new = {6'b000000,cnt[7:0]};    
          1: cnt_new = {7'b00000000,cnt[6:0]};  
          2: cnt_new = cnt;                     
          3: cnt_new = cnt;                     
          default cnt_new = cnt; 
       endcase
    always @ (cnt_new)
    begin
       d3=0;  d2=0;  d1=0;  d0=0;     
       cnt_new_w = cnt_new;           
       if      (cnt_new_w > 8999) begin   d3=9;   cnt_new_w = cnt_new_w - 9000;  end
       else if (cnt_new_w > 7999) begin   d3=8;   cnt_new_w = cnt_new_w - 8000;  end 
       else if (cnt_new_w > 6999) begin   d3=7;   cnt_new_w = cnt_new_w - 7000;  end 
       else if (cnt_new_w > 5999) begin   d3=6;   cnt_new_w = cnt_new_w - 6000;  end 
       else if (cnt_new_w > 4999) begin   d3=5;   cnt_new_w = cnt_new_w - 5000;  end 
       else if (cnt_new_w > 3999) begin   d3=4;   cnt_new_w = cnt_new_w - 4000;  end 
       else if (cnt_new_w > 2999) begin   d3=3;   cnt_new_w = cnt_new_w - 3000;  end 
       else if (cnt_new_w > 1999) begin   d3=2;   cnt_new_w = cnt_new_w - 2000;  end 
       else if (cnt_new_w > 999)  begin   d3=1;   cnt_new_w = cnt_new_w - 1000;  end 
       else                       begin   d3=0;   end 
       if      (cnt_new_w > 899) begin   d2=9;   cnt_new_w = cnt_new_w - 900;  end
       else if (cnt_new_w > 799) begin   d2=8;   cnt_new_w = cnt_new_w - 800;  end 
       else if (cnt_new_w > 699) begin   d2=7;   cnt_new_w = cnt_new_w - 700;  end 
       else if (cnt_new_w > 599) begin   d2=6;   cnt_new_w = cnt_new_w - 600;  end 
       else if (cnt_new_w > 499) begin   d2=5;   cnt_new_w = cnt_new_w - 500;  end 
       else if (cnt_new_w > 399) begin   d2=4;   cnt_new_w = cnt_new_w - 400;  end 
       else if (cnt_new_w > 299) begin   d2=3;   cnt_new_w = cnt_new_w - 300;  end 
       else if (cnt_new_w > 199) begin   d2=2;   cnt_new_w = cnt_new_w - 200;  end 
       else if (cnt_new_w > 99)  begin   d2=1;   cnt_new_w = cnt_new_w - 100;  end 
       else                      begin   d2=0;   end 
       if      (cnt_new_w > 89) begin   d1=9;   cnt_new_w = cnt_new_w - 90;  end
       else if (cnt_new_w > 79) begin   d1=8;   cnt_new_w = cnt_new_w - 80;  end 
       else if (cnt_new_w > 69) begin   d1=7;   cnt_new_w = cnt_new_w - 70;  end 
       else if (cnt_new_w > 59) begin   d1=6;   cnt_new_w = cnt_new_w - 60;  end 
       else if (cnt_new_w > 49) begin   d1=5;   cnt_new_w = cnt_new_w - 50;  end 
       else if (cnt_new_w > 39) begin   d1=4;   cnt_new_w = cnt_new_w - 40;  end 
       else if (cnt_new_w > 29) begin   d1=3;   cnt_new_w = cnt_new_w - 30;  end 
       else if (cnt_new_w > 19) begin   d1=2;   cnt_new_w = cnt_new_w - 20;  end 
       else if (cnt_new_w > 9)  begin   d1=1;   cnt_new_w = cnt_new_w - 10;  end 
       else                     begin   d1=0;   end 
       d0 = cnt_new_w[3:0]; 
    end
    always @ (cnt_new, d3,d2,d1,d0)
    begin
       if (cnt_new < 1000)  
          c1_d3 = 'hF; 
       else 
          c1_d3 = d3; 
       if (cnt_new < 100)   
          c1_d2 = 'hF; 
       else 
          c1_d2 = d2; 
       if (cnt_new < 10)   
          c1_d1 = 'hF; 
       else 
          c1_d1 = d1;
       c1_d0 = d0;         
    end 
endmodule
module cnt_convert_7b(
    input [6:0] cnt,
    output reg [3:0] c2_d1,
    output reg [3:0] c2_d0
    );
    reg [7:0] cnt_new;       
    reg [7:0] cnt_new_w;     
    reg [3:0] d1;      
    reg [3:0] d0;      
    always @ (*)
    begin
       d1=0;  d0=0; 
       cnt_new_w = cnt; 
       if      (cnt_new_w > 89) begin   d1=9;   cnt_new_w = cnt_new_w - 90;  end
       else if (cnt_new_w > 79) begin   d1=8;   cnt_new_w = cnt_new_w - 80;  end 
       else if (cnt_new_w > 69) begin   d1=7;   cnt_new_w = cnt_new_w - 70;  end 
       else if (cnt_new_w > 59) begin   d1=6;   cnt_new_w = cnt_new_w - 60;  end 
       else if (cnt_new_w > 49) begin   d1=5;   cnt_new_w = cnt_new_w - 50;  end 
       else if (cnt_new_w > 39) begin   d1=4;   cnt_new_w = cnt_new_w - 40;  end 
       else if (cnt_new_w > 29) begin   d1=3;   cnt_new_w = cnt_new_w - 30;  end 
       else if (cnt_new_w > 19) begin   d1=2;   cnt_new_w = cnt_new_w - 20;  end 
       else if (cnt_new_w > 9)  begin   d1=1;   cnt_new_w = cnt_new_w - 10;  end 
       else                     begin   d1=0;   end 
       d0 = cnt_new_w[3:0]; 
    end
    always @ (cnt, d1, d0)
    begin
       if (cnt < 10)   
          c2_d1 = 'hF; 
       else 
          c2_d1 = d1;
       c2_d0 = d0;        
    end 
endmodule
==> config.mk <==
export PLATFORM = sky130hd
export DESIGN_NAME = univ_sseg
export DESIGN_NICKNAME = univ_sseg
export VERILOG_FILES = /design/flow/design.v
export SDC_FILE = /design/flow/constraint.sdc
export NUM_CORES = 4
export LEC_CHECK = 1
export CORE_UTILIZATION = 40
export SYNTH_HDL_FRONTEND = slang
==> GITHUB_STEP_SUMMARY <==
### Yosys + OpenROAD results

| Metric | Value |
|---|---|
| Aggregate global-route resource usage | `28.1%` |
| Detail Placement HPWL | `18.6 mm` |
| Num rows | `47` |
| Maximum single-stage delay on the critical path | `0.75 ns` |
| Max frequency | `55.9 MHz` |
| Wire length of the first global-routing pass | `39.1 mm` |
| Routed length per placed instance | `20.7 um` |
| Slowest-stage cell, CP | `sky130_fd_sc_hd__clkdlybuf4s50_1` |
| 1st-pass router iterations | `5` |
| Largest fanout of any net on the critical path | `20` |
| Leading cell types in the layout, fill and taps excluded | `sky130_fd_sc_hd__nand2_1, sky130_fd_sc_hd__a21oi_1, sky130_fd_sc_hd__o21ai_0, sky130_fd_sc_hd__ha_1, sky130_fd_sc_hd__nor2_1` |
| Port buffer count | `40` |
| Ys Warns | `0` |
| Max-slew violation count | `0` |
| Worst hold path stage count | `1` |
| Share of the yosys chip area belonging to registers | `4.75%` |
| Startpoint type of the worst setup path | `input pin` |
| Post-CTS Resized | `0` |
| Synthesis area per yosys | `6740 sq um` |
| DP Cell Count | `1199` |
| Final period util | `88.9%` |
| Internal portion of total power | `0.160 mW` |
| Initial antenna violation count | `1` |
| Mapped Area | `6740 sq um` |
| Final Hold Violation Tally | `0` |
| Die Span Y | `132 um` |
| GRT Residual Overflow | `0` |
| Die width | `132 um` |
| Category of the most critical setup path | `in2out` |
| Power per unit of standard cell area | `50.6 nW/um^2` |
| Switching Fraction | `56.8%` |
| Endpoints left unconstrained | `6` |
| Pin count of the biggest net entering global routing | `37` |
| Highest-count logic cell in the final layout | `sky130_fd_sc_hd__nand2_1` |
| Worst slew margin | `41.8%` |
| Predominant post-synthesis flop cell | `sky130_fd_sc_hd__dfxtp_1` |
| Cells in synth_stat.txt | `985` |
| Number of post-CTS setup repair buffers | `0` |
| Root buffer cell | `sky130_fd_sc_hd__clkbuf_16` |
| Result of the run | `finished clean` |
| Setup-violating endpoint count in the final report | `0` |
| Number of nets with antenna violations after routing | `0` |
| Portion of total power attributed to the clock network | `10.9%` |
| Area share of the largest cell type after synthesis | `11.3%` |
| Fraction of registers with async set/reset | `0%` |
| Buffer levels on the longest clock path | `2` |
| Total via count after detailed routing | `8120` |
| Gate Count Post-Synth | `985` |
| Final Non-Filler Cells | `1204` |
| Required time of the critical path | `16.08 ns` |
| Iter 0 DRT Violations | `1187` |
| Path type of the worst min-delay path | `reg2reg` |
| Overall routed net length | `24.9 mm` |
| Count of maximum capacitance violations | `0` |
| Clock tree from TritonCTS | `done` |
| Pre-placement core utilization | `40.8%` |
| Placeable core region | `16500 sq um` |
| Leakage power | `2.82 nW` |
| Worst Setup Slack post-DPL | `2.56 ns` |
| Setup tns final | `0 ns` |
| Final GP Congestion | `1.04` |
| DRC viols | `0` |
| Hold slack final | `0.412 ns` |
| Unrepaired setup endpoints after global routing | `false` |
| Worst clock skew on the final layout | `0.00119 ns` |
| Layout cell share with drive strength beyond 1 | `7.63%` |
| Maximum vdd drop | `0.0000517 V` |
| Overall Power | `0.370 mW` |
| Number of primary I/O pins | `41` |
| Clock transition at the registers of the reported paths | `0.04 ns` |
| Area growth from synthesis to layout | `8.65%` |
| Comb power frac | `81.6%` |
| Post-synth EDFFs | `0` |
| Minimum period implied by the final worst setup slack | `17.87 ns` |
| Most used cell, CP | `sky130_fd_sc_hd__inv_1` |
| Worst endpoint data arrival time | `13.85 ns` |
| Clk ins delay skew pair | `0.24 ns` |
| Register-to-Register Path Depth | `5` |
| CTS buffer count | `3` |
| Register bit count reported by yosys | `16` |
| Tally of OpenROAD warnings | `71` |
| Area of the die | `17400 sq um` |
| Cts-stage hold buffer count | `0` |
| Transition at the pin with the smallest max-transition slack | `0.873 ns` |
| Switching power of the nets | `0.210 mW` |
| Register pins left without a clock | `2` |
| Cell types with the largest area share after synthesis | `sky130_fd_sc_hd__ha_1, sky130_fd_sc_hd__a21oi_1, sky130_fd_sc_hd__o21ai_0, sky130_fd_sc_hd__nand2_1, sky130_fd_sc_hd__dfxtp_1` |
| Cell taking the most area after synthesis | `sky130_fd_sc_hd__ha_1` |
| CTS H-tree depth | `1` |
| Cell Type Count | `103` |
| Reg power frac | `7.5%` |
| Worst Setup End Kind | `output pin` |
| Number of global-route vias before repair | `7209` |
| Final setup slack of the worst path | `2.23 ns` |
| Per-instance average area after synthesis | `6.84 sq um` |
| Via-per-instance ratio | `6.74` |
-- metal layers --
metal,track usage [%],part of all wire [%],vias up
li1,-,-,3804
met1,40.8,43,3682
met2,41.8,42,517
met3,4.24,9.7,117
met4,11.0,4.9,0
met5,0,0,-
-- final timing paths --
kind                            slack (ns)                 to        startpoint
worst max register to register       18.76  CLK_DIV.count[13]  CLK_DIV.count[2]
worst min-delay path                  0.41   CLK_DIV.count[0]  CLK_DIV.count[0]
worst max-delay path                  2.23           ssegs[0]        mod_sel[0]
worst min register to register        0.41   CLK_DIV.count[0]  CLK_DIV.count[0]
-- synth_stat cells (10+ instances only) --
cell type,count
sky130_fd_sc_hd__clkbuf_1,25
sky130_fd_sc_hd__a31oi_1,19
sky130_fd_sc_hd__a21o_1,18
sky130_fd_sc_hd__o21ai_1,11
sky130_fd_sc_hd__nand2_1,89
sky130_fd_sc_hd__buf_2,25
sky130_fd_sc_hd__and2_1,13
sky130_fd_sc_hd__nor2_1,58
sky130_fd_sc_hd__a21oi_1,80
sky130_fd_sc_hd__a211oi_1,15
sky130_fd_sc_hd__nand4_1,14
sky130_fd_sc_hd__ha_1,61
sky130_fd_sc_hd__o211ai_1,17
sky130_fd_sc_hd__nand3_1,43
sky130_fd_sc_hd__nand2b_1,12
sky130_fd_sc_hd__nor3_1,26
sky130_fd_sc_hd__nor4_1,12
sky130_fd_sc_hd__and3_1,24
sky130_fd_sc_hd__xnor2_1,24
sky130_fd_sc_hd__o21a_1,11
sky130_fd_sc_hd__o31ai_1,15
sky130_fd_sc_hd__mux2i_1,17
sky130_fd_sc_hd__and4_1,10
sky130_fd_sc_hd__dfxtp_1,16
sky130_fd_sc_hd__inv_1,47
sky130_fd_sc_hd__o21ai_0,68
-- sequential cells by signal, summed over array words and instances, names as in the netlist --
name / cells
m_cnt: 2
CLK_DIV.count: 14
-- worst max-delay path, delay by kind of cell --
| kind | cells | cell delay, ns |
|---|---|---|
| AND-OR/OR-AND | 13 | 4.24 |
| AND/OR/NAND/NOR | 7 | 2.38 |
| adder cells (fa/ha/maj) | 3 | 0.95 |
| buffers and inverters | 7 | 2.23 |
-- stage by stage --
| step | util [%] | instance area [sq um] |
|---|---|---|
| after floorplan | - | 6740 |
| after CTS | 44.3 | 7320 |
| after global placement | 43.8 | 7230 |
| after detailed placement | 43.8 | 7230 |
| after global routing | 44.3 | 7320 |
| final | 44.3 | 7320 |
-- kinds of logic (layout without fill, tap and decap cells) --
family	after synthesis	count (layout)	synth area share, %
compound gates	388	388	41.1
simple gates	355	355	27.7
buf+inv	111	109	7.26
fa+ha+maj	62	62	11.5
xor+xnor	34	34	4.81
mux	19	19	2.86
flops	16	16	4.75
other cells	0	1	0
-- power by group through the flow --
stage / logic [mW] / registers [mW] / clock network, mW
4_1_cts: 0.291 / 0.0278 / 0.0414
5_1_grt: 0.326 / 0.0278 / 0.0429
6_report: 0.302 / 0.0279 / 0.0403
-- cell type report --
cell class                 instances  area [sq um]
antenna                            1          2.50
timing repair buffer              55           513
tap                              220           275
sequential                        16           320
fill                            1695          9200
inverter                          50           188
multi-input combinational        858          5940
clock buffer                       4          88.8
Power is estimated from default activity; no workload was simulated.
