$ cat flow/config.mk
export PLATFORM = sky130hd
export DESIGN_NAME = clk_2n_div_test
export DESIGN_NICKNAME = clk_2n_div_test
export VERILOG_FILES = /design/flow/design.v
export SDC_FILE = /design/flow/constraint.sdc
export NUM_CORES = 4
export LEC_CHECK = 1
export CORE_AREA = 10 10 70 70
export DIE_AREA = 0 0 80 80
export SYNTH_HDL_FRONTEND = slang
$ cat flow/constraint.sdc
current_design clk_2n_div_test

set clk_period 3.6
set clk_io_pct 0.2

create_clock -name clk0 -period $clk_period [get_ports {clockin}]

set non_clock_inputs [all_inputs -no_clocks]
set_input_delay [expr $clk_period * $clk_io_pct] -clock clk0 $non_clock_inputs
set_output_delay [expr $clk_period * $clk_io_pct] -clock clk0 [all_outputs]
$ cat flow/design.v
package otter;
typedef enum logic [1:0] {
    PCSEL_PC_PLUS4 = 2'b00,
    PCSEL_JALR     = 2'b01,
    PCSEL_BRANCH   = 2'b10,
    PCSEL_JAL      = 2'b11
} pcSel_t;
typedef enum logic [1:0] {
    RFWR_PC_PLUS4  = 2'b00,
    RFWR_CSR_REG   = 2'b01,
    RFWR_MEM_IN    = 2'b10,
    RFWR_ALU_RES   = 2'b11
} rfWrSel_t;
typedef enum logic [6:0] {
    OPCODE_LUI    = 7'b0110111,
    OPCODE_AUIPC  = 7'b0010111,
    OPCODE_JAL    = 7'b1101111,
    OPCODE_JALR   = 7'b1100111,
    OPCODE_BRANCH = 7'b1100011,
    OPCODE_LOAD   = 7'b0000011,
    OPCODE_STORE  = 7'b0100011,
    OPCODE_OP_IMM = 7'b0010011,
    OPCODE_OP_REG = 7'b0110011
} opcode_t;
typedef enum logic [2:0] {
    FUNC3_BEQ = 3'b000,
    FUNC3_BNE = 3'b001,
    FUNC3_BLT = 3'b100,
    FUNC3_BGE = 3'b101,
    FUNC3_BLTU = 3'b110,
    FUNC3_BGEU = 3'b111
} func3_t;
typedef enum logic [6:0] {
    FUNC7_DEFAULT = 7'b0000000,
    FUNC7_SUB_SRA = 7'b0100000
} func7_t;
typedef enum logic {
    SEL_RS1     = 1'b0,
    SEL_UTYPE   = 1'b1
} muxSrcASel_t;
typedef enum logic [1:0] {
    SEL_RS2     = 2'b00,
    SEL_ITYPE   = 2'b01,
    SEL_STYPE   = 2'b10,
    SEL_PC      = 2'b11
} muxSrcBSel_t;
typedef enum logic [3:0] {
    ADD = 4'b0000,
    SLL = 4'b0001,
    SLT = 4'b0010,
    SLTU = 4'b0011,
    XOR = 4'b0100,
    SRL = 4'b0101,
    OR = 4'b0110,
    AND = 4'b0111,
    SUB = 4'b1000,
    LUI = 4'b1001,
    SRA = 4'b1101
} aluFunc_t;
typedef logic [31:0] word_t ;
endpackage : otter
interface control_if(input logic clk, rst);
    import otter::*;
    logic br_eq; 
    logic br_lt; 
    logic br_ltu;
    opcode_t opcode;
    func3_t func3;
    func7_t func7;         
    pcSel_t pc_sel;
    muxSrcASel_t alu_srcA;
    muxSrcBSel_t alu_srcB; 
    rfWrSel_t rf_wr_sel;
    aluFunc_t alu_fun;
    logic reset;
    logic pc_we;
    logic rf_we;
    logic mem_we;
    logic mem_re1;
    logic mem_re2;
    modport decoder (
        input br_eq, br_lt, br_ltu, opcode, func7, func3,
        output pc_sel, alu_srcA, alu_srcB, rf_wr_sel, alu_fun
    );
    modport fsm (
        input clk, rst, opcode,
        output reset, pc_we, rf_we, mem_we, mem_re1, mem_re2
    );
endinterface
`timescale 1ns / 1ps
`default_nettype none
module clk_2n_div_test  #(parameter n=13) (
   input wire clockin, 
   input wire fclk_only,   
   output reg clockout);  
    reg [n:0] count; 
    initial count = 0;
    always@(posedge clockin) 
    begin 
        count <= count + 1; 
    end 
    always @ (*)
    begin
       if (fclk_only == 1)
          clockout = clockin; 
       else
          clockout = count[n]; 
    end
endmodule
`default_nettype wire
$ cat flow/run.sh
#!/bin/bash
# OpenROAD 26Q1-2900-gdf79404cd8, Yosys 0.63+post, stock flow scripts
make -C /OpenROAD-flow-scripts/flow DESIGN_CONFIG=/design/flow/config.mk WORK_HOME=/design/flow/orfs finish
==> results.ini <==
[die]
dieArea_um2=6400
die_width_um=80
dieHeight_um=80
pin_count=3
fp_util_pct=15.8
core_area_um2=3420
rows=21

[route]
vias=364
wl_per_cell_um=7.53
antenna_cells=0
drtPass1Iterations=3
wirelength_um=791
drc=0
drtAntennaViolNets=0
via_per_inst=3.47
detail_route.iter0.violations=4

[clock_tree]
clock_latency_ps=370
ctsResizeCount=0
clkSlewWorstSetupHoldPaths_ps=80
hold_buffers=0
cts_tree=done
cts_setup_buffers=0

[hold_path]
min_path_type=flop to flop

[final_timing]
final_hold_viol_count=0
tns_ps=0
rsz0062_at_grt=false
fin_skew_ps=0.910
tightest_slew_ps=237
relSlewSlack_pct=84.1
setup_viol=0
final_max_slew_viol_count=0

[synthesis]
async_flop_share_pct=0
yosysTopAreaCellShare_pct=52.1
ys_types=13
yosys_area_um2=538
ys_seq_share_pct=52.1
ys_ff=14
top_area_cell=dfxtp_1
ff_type=dfxtp_1
edf_count=0
syn_inst=51
area_leaders=dfxtp_1 52%, xor2_1 15%, xnor2_1 4.9%
yosys-top-cells-count=14 x dfxtp_1, 9 x xor2_1, 4 x nand2_1, 4 x nand4_1, 4 x nor3_1
synth_area_um2=538
yosys_warnings=0
top_cell=dfxtp_1
synth_stat.cells=51
synth_area_per_cell_um2=10.5

[worst_setup_path]
crit_required_ps=2880
path_max_fanout=2
path_class=clock port to output port
crit_arrival_ps=2680
worstPathCellList=clkbuf_4 -> clkbuf_4 -> mux2_2 -> clkdlybuf4s50_1
cp_common_cell=clkbuf_4
cp-end-kind=output port
max_stage_delay_ps=410
cp-start-kind=clock port
cp_slowest_cell=clkdlybuf4s50_1

[grt]
grt_usage_pct=2.83
grt_start_max_net_pins=8
grt_pass1_vias=392
overflow=0
antenna_found_initial=0
grt_pass1_wl_mm=1.53

[finish]
drive_above_1_share_pct=16.9
largest_register_ff_count=14
syn2layout_area_growth_pct=22.8
reg.largest.list=count x14
fillers=388
top_register=count
post-route-util_pct=19.3

[flow_run]
cap_violations=0
warning_count=27

[placed_design]
place.gp.congestion=0.785
portBuffers=2
dp_hpwl_um=568

[power_and_ir_drop]
ir_worst_vdd_mv=0.184
leakage_nw=0.264
powerDensity_nw_per_um2=457

[outcome]
status=finished, final reports clean

routing by layer:
| layer | GRT usage, % | routed length (um) |
|---|---|---|
| met1 | 3.83 | 418 |
| met2 | 3.61 | 320 |
| met3 | 1.48 | 42 |
| met4 | 1.23 | 10 |
| met5 | 0 | 0 |
area by class of cell:
class / instances / area [um2] / area share [%]
Multi-Input combinational cell: 35 / 250 / 37.9
Inverter: 2 / 7.51 / 1.14
Timing Repair Buffer: 1 / 10.0 / 1.52
Clock buffer: 7 / 55.1 / 8.33
Tap cell: 46 / 57.6 / 8.71
Sequential cell: 14 / 280 / 42.4
layout by cell type (no fill, tap or decap), types with 3 or more instances in the layout:
cell | netlist | layout
clkbuf_4 | 0 | 6
dfxtp_1 | 14 | 14
nor2_1 | 3 | 3
xnor2_1 | 3 | 3
nand3_1 | 3 | 3
nor3_1 | 4 | 4
xor2_1 | 9 | 9
nand2_1 | 4 | 4
nand4_1 | 4 | 4
per-stage QoR:
step                total power [mW]  setup slack [ps]  hold slack, ps  instance area [um2]  cells
floorplan                      0.163               858             383                  538     51
global placement               0.174               455             395                  616     99
detailed placement             0.174               455             400                  616     99
CTS                            0.307               174             419                  661    105
global route                   0.321               146             432                  661    105
finish                         0.302               203             416                  661    105
critical path: cells and delay by family:
family	cells	cell delay [ps]
buffers and inverters	3	640
multiplexers	1	250
power by group:
group	internal (mW)	switching, mW	total [mW]
Combinational	0.000938	0.000158	0.00110
Clock	0.0890	0.0571	0.146
Sequential	0.155	0	0.155
path summary, 6_finish.rpt:
path,from,to,slack (ps),cells past startpoint
worst max-delay path,clockin,clockout,200,4
worst min-delay path,count[0],count[0],420,1
worst max register to register,count[0],count[12],2310,4
worst min register to register,count[0],count[0],420,1
cells by family after synthesis:
| group | Yosys count | synth area share (%) |
|---|---|---|
| xor+xnor | 12 | 19.5 |
| fa+ha+maj | 1 | 2.33 |
| buf+inv | 2 | 1.40 |
| flops | 14 | 52.1 |
| mux | 1 | 2.09 |
| simple gates | 21 | 22.6 |
Power is estimated from default activity; no workload was simulated.
